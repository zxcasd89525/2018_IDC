$ cat design/flow/run.sh
#!/bin/bash
# OpenROAD 26Q1-2900-gdf79404cd8, Yosys 0.63+post, stock flow scripts
make -C /OpenROAD-flow-scripts/flow DESIGN_CONFIG=/design/flow/config.mk WORK_HOME=/design/flow/orfs finish
$ cat design/flow/config.mk
export PLATFORM = sky130hd
export DESIGN_NAME = LCD_CTRL
export DESIGN_NICKNAME = LCD_CTRL
export VERILOG_FILES = /design/flow/design.v
export SDC_FILE = /design/flow/constraint.sdc
export NUM_CORES = 4
export LEC_CHECK = 1
export CORE_UTILIZATION = 30
$ cat design/flow/constraint.sdc
current_design LCD_CTRL

set clk_period 58.3
set clk_io_pct 0.2

create_clock -name clk0 -period $clk_period [get_ports {clk}]

set non_clock_inputs [all_inputs -no_clocks]
set_input_delay [expr $clk_period * $clk_io_pct] -clock clk0 $non_clock_inputs
set_output_delay [expr $clk_period * $clk_io_pct] -clock clk0 [all_outputs]
$ cat design/flow/design.v
module LCD_CTRL(clk, reset, cmd, cmd_valid, IROM_Q, IROM_rd, IROM_A, IRAM_valid, IRAM_D, IRAM_A, busy, done);
input clk;
input reset;
input [3:0] cmd;
input cmd_valid;
input [7:0] IROM_Q;
output reg IROM_rd;
output reg [5:0] IROM_A;
output reg IRAM_valid;
output reg [7:0] IRAM_D;
output reg [5:0] IRAM_A;
output reg busy;
output reg done;
reg [4:0] next_state;
reg [4:0] current_state;
reg [7:0] data [0:63];
reg [9:0] data_reg;
integer data_i;
reg [5:0] address_reg;
reg [2:0] coord_x,coord_y;
wire [5:0] tpl,tpr,btl,btr;
assign tpl = {coord_y - 3'b1,coord_x - 3'b1};
assign tpr = {coord_y - 3'b1,coord_x};
assign btl = {coord_y,coord_x - 3'b1};
assign btr = {coord_y,coord_x};
parameter address_max = 6'd63;
parameter IDLE     = 5'd0;
parameter IROM_RD = 5'd1;
parameter WAIT_CMD = 5'd2;
parameter WRITE    = 5'd3;
parameter SHIFT_UP = 5'd4;
parameter SHIFT_DOWN = 5'd5;
parameter SHIFT_LEFT = 5'd6;
parameter SHIFT_RIGHT = 5'd7;
parameter MAX = 5'd8;
parameter MIN = 5'd9;
parameter AVERAGE = 5'd10;
parameter CCWROTATION = 5'd11;
parameter CWROTATION  = 5'd12;
parameter MIRROR_X = 5'd13;
parameter MIRROR_Y = 5'd14;
parameter IRAM_VALID = 5'd15;
parameter DONE = 5'd16;
always @(posedge clk or posedge reset) begin
    if (reset) current_state <= IDLE;
    else current_state <= next_state;
end
always @(*) begin
    case (current_state)
        IDLE: next_state = IROM_rd ? IROM_RD : current_state;
        IROM_RD : next_state = (IROM_rd == 1'b0) ? WAIT_CMD : current_state;
        WAIT_CMD : begin
            if(cmd_valid == 1'b1)begin
                if(cmd == 4'b0000) next_state = WRITE;
                else if (cmd == 4'b0001) next_state = SHIFT_UP;
                else if (cmd == 4'b0010) next_state = SHIFT_DOWN;
                else if (cmd == 4'b0011) next_state = SHIFT_LEFT;
                else if (cmd == 4'b0100) next_state = SHIFT_RIGHT;
                else if (cmd == 4'b0101) next_state = MAX;
                else if (cmd == 4'b0110) next_state = MIN;
                else if (cmd == 4'b0111) next_state = AVERAGE;
                else if (cmd == 4'b1000) next_state = CCWROTATION;
                else if (cmd == 4'b1001) next_state = CWROTATION;
                else if (cmd == 4'b1010) next_state = MIRROR_X;
                else if (cmd == 4'b1011) next_state = MIRROR_Y;
                else next_state = current_state;
            end
            else next_state = current_state;
        end
        SHIFT_UP : next_state = WAIT_CMD;
        SHIFT_DOWN : next_state = WAIT_CMD;
        SHIFT_LEFT : next_state = WAIT_CMD;
        SHIFT_RIGHT : next_state = WAIT_CMD;
        MAX : next_state = WAIT_CMD;
        MIN : next_state = WAIT_CMD;
        AVERAGE : next_state = WAIT_CMD;
        CCWROTATION : next_state = WAIT_CMD;
        CWROTATION : next_state = WAIT_CMD;
        MIRROR_X : next_state = WAIT_CMD;
        MIRROR_Y : next_state = WAIT_CMD;
        WRITE : next_state = (IRAM_A == 6'd63) ? DONE : current_state;
        default: next_state = current_state;
    endcase
end
always @(posedge clk or posedge reset) begin
    if(reset) IROM_rd <= 1;
    else if(IROM_A == 6'd63) IROM_rd <= 0;
    else IROM_rd <= IROM_rd;
end
always @(posedge clk or posedge reset) begin
    if(reset) IROM_A <= 6'd0;
    else if(current_state == IROM_RD && IROM_A < 6'd63) IROM_A <= IROM_A + 6'd1;
end
always @(posedge clk or posedge reset) begin
    if(reset) busy <= 1'b1;
    else if(next_state == WAIT_CMD || next_state == DONE) busy <= 1'b0;
    else if(cmd_valid == 1'b1) busy <= 1'b1;
    else busy <= busy;
end
always @(posedge clk or posedge reset) begin
    if(reset) coord_x <= 3'd4;
    else if(current_state == SHIFT_LEFT && coord_x > 3'd1) coord_x <= coord_x - 3'd1;
    else if(current_state == SHIFT_RIGHT && coord_x < 3'd7) coord_x <= coord_x + 3'd1;
end
always @(posedge clk or posedge reset) begin
    if(reset) coord_y <= 3'd4;
    else if(current_state == SHIFT_UP && coord_y > 3'd1) coord_y <= coord_y - 3'd1;
    else if(current_state == SHIFT_DOWN && coord_y < 3'd7) coord_y <= coord_y + 3'd1;
end
always @(posedge clk or posedge reset) begin
    if(reset) address_reg <= 6'd0;
    else if(current_state == WRITE) address_reg <= address_reg + 6'd1;
end
always @(posedge clk or posedge reset) begin
    if(reset)IRAM_valid <= 1'b0;
    else if(current_state == WRITE) IRAM_valid <= 1'b1;
    else if(current_state == DONE) IRAM_valid <= 1'b0;
end
always @(posedge clk or posedge reset) begin
    if(reset) IRAM_A <= 6'd0;
    else if(current_state == WRITE) IRAM_A <= address_reg;
    else IRAM_A <= IRAM_A;
end
always @(posedge clk or posedge reset) begin
    if(reset) IRAM_D <= 8'd0;
    else if(current_state == WRITE) IRAM_D <= data[address_reg];
end
always @(posedge clk or posedge reset) begin
    if(reset) done <= 1'b0;
    else if(current_state == DONE) done <= 1'b1;
    else done <= done;
end
always @(*) begin
    if(reset) data_reg = 10'd0;
    else if (current_state == MAX)begin
        if(data[tpl] >= data[tpr] && data[tpl] >= data[btl] && data[tpl] >= data[btr])begin
            data_reg = data[tpl];
        end
        else if(data[tpr] >= data[tpl] && data[tpr] >= data[btl] && data[tpr] >= data[btr])begin
            data_reg = data[tpr];
        end
        else if(data[btl] >= data[tpr] && data[btl] >= data[tpl] && data[btl] >= data[btr])begin
             data_reg = data[btl];
        end
        else if(data[btr] >= data[tpr] && data[btr] >= data[tpl] && data[btr] >= data[btl])begin
            data_reg = data[btr];
        end
    end
    else if (current_state == MIN)begin
        if(data[tpl] <= data[tpr] && data[tpl] <= data[btl] && data[tpl] <= data[btr])begin
            data_reg = data[tpl];
        end
        else if(data[tpr] <= data[tpl] && data[tpr] <= data[btl] && data[tpr] <= data[btr])begin
            data_reg = data[tpr];
        end
        else if(data[btl] <= data[tpl] && data[btl] <= data[tpr] && data[btl] <= data[btr])begin
            data_reg = data[btl];
        end
        else if(data[btr] <= data[tpl] && data[btr] <= data[tpr] && data[btr] <= data[btl])begin
            data_reg = data[btr];
        end
    end
    else if (current_state == AVERAGE)begin
        data_reg = (data[tpl] + data[tpr] + data[btl] + data[btr]) >> 2;
    end
    else data_reg = data_reg;
end
always @(posedge clk or posedge reset) begin
    if (reset) begin
        for (data_i = 0;data_i <= address_max;data_i = data_i + 6'd1) begin
            data[data_i] <= 8'd0;
        end
    end
    else if(current_state == IROM_RD) begin
        data[IROM_A] <= IROM_Q;
    end
    else if (current_state == MAX)begin
        data[tpl] <= data_reg;
        data[tpr] <= data_reg;
        data[btl] <= data_reg;
        data[btr] <= data_reg;
    end
    else if (current_state == MIN)begin
        data[tpl] <= data_reg;
        data[tpr] <= data_reg;
        data[btl] <= data_reg;
        data[btr] <= data_reg;
    end
    else if (current_state == AVERAGE)begin
        data[tpl] <= data_reg;
        data[tpr] <= data_reg;
        data[btl] <= data_reg;
        data[btr] <= data_reg;
    end
    else if (current_state == CCWROTATION)begin
        data[tpl] <= data[tpr];
        data[tpr] <= data[btr];
        data[btr] <= data[btl];
        data[btl] <= data[tpl];
    end
    else if (current_state == CWROTATION)begin
        data[tpl] <= data[btl];
        data[tpr] <= data[tpl];
        data[btr] <= data[tpr];
        data[btl] <= data[btr];
    end
    else if (current_state == MIRROR_X)begin
        data[tpl] <= data[btl];
        data[tpr] <= data[btr];
        data[btr] <= data[tpr];
        data[btl] <= data[tpl];
    end
    else if (current_state == MIRROR_Y)begin
        data[tpl] <= data[tpr];
        data[tpr] <= data[tpl];
        data[btr] <= data[btl];
        data[btl] <= data[btr];
    end
end
endmodule
==> run notes <==
The run stopped with a tool error. The terminating stage of the flow is 5_1_grt. The tool reported: "[ERROR GRT-0116] Global routing finished with congestion. Check the congestion regions in the DRC Viewer". At the placement stage, the worst setup path has a slack of 42.73 ns. The tools report the number of standard cells reported by yosys as 19.4k. The tools report the total of warnings raised by yosys as 2.

The root buffer cell chosen for the clock tree is sky130_fd_sc_hd__clkbuf_16. Counting flops and latches in the post-synthesis netlist gives 572. The longest clock path from root to sink contains 4 buffers.

In this run, post-CTS repair resized a total of 0 instances. The mapped netlist covers 0.120 mm2. The x dimension of the die was 634 um. Most used flip-flop cell after synthesis: sky130_fd_sc_hd__dfrtp_1. For the via count of the first global-routing pass, the log shows 239k. The placement summary gives the final routability congestion estimate as 1.61. The first-pass GRT wire length was 2730 mm.

Post-synthesis, Yosys gives the total cell area as 0.120 mm2. The vertical die dimension reported for this design is 634 um. In this run the post-CTS setup repair buffer count came out at 0. Counting every instance in the synthesized netlist gives 19.4k. For the global route total overflow, the log shows 23.7k. A synthesized cell averages 6.18 um2. Entering global routing, the biggest net connects 77 pins. In this run, distinct cell masters in the synthesized netlist total 111. Looking at the clock tree report, the H-tree level count equals 3. The starting density of the core was 30.2%; the number of buffers added to fix hold violations after cts was 0. In the synthesized netlist the async set-or-reset flop fraction comes to 98.6%. Detailed placement finished with a half-perimeter wire length of 1450 mm. The tools report the TritonCTS buffer count as 101. The placement report lists the number of port buffers as 38. The timer found 8 register pins that no clock reaches; their paths are not timed. The number of cell rows came out at 231. The number of enable-type register cells in the synthesized netlist was 0. For the total routing resource utilization after global routing, the log shows 101%. During I/O placement, the number of pins put on the boundary was 39. 8 endpoints have no timing constraint.
-- cell usage after synthesis, types with 71 or more instances --
cell type / n / area (um2)
sky130_fd_sc_hd__nor2_1: 1255 / 4710
sky130_fd_sc_hd__o22ai_1: 394 / 2460
sky130_fd_sc_hd__a21oi_1: 2826 / 14100
sky130_fd_sc_hd__a211o_1: 80 / 701
sky130_fd_sc_hd__mux2i_1: 276 / 2760
sky130_fd_sc_hd__and3_1: 195 / 1220
sky130_fd_sc_hd__buf_1: 352 / 1320
sky130_fd_sc_hd__clkbuf_1: 1921 / 7210
sky130_fd_sc_hd__ha_1: 71 / 888
sky130_fd_sc_hd__a311oi_1: 76 / 666
sky130_fd_sc_hd__a22oi_1: 533 / 4000
sky130_fd_sc_hd__o21ai_0: 2462 / 12300
sky130_fd_sc_hd__o221ai_1: 419 / 3670
sky130_fd_sc_hd__a31oi_1: 462 / 2890
sky130_fd_sc_hd__a22o_1: 110 / 963
sky130_fd_sc_hd__nor4_1: 151 / 945
sky130_fd_sc_hd__a221oi_1: 481 / 4210
sky130_fd_sc_hd__buf_2: 431 / 2160
sky130_fd_sc_hd__nand4_1: 391 / 2450
sky130_fd_sc_hd__o31ai_1: 75 / 563
sky130_fd_sc_hd__o211ai_1: 380 / 2850
sky130_fd_sc_hd__o2111ai_1: 220 / 1930
sky130_fd_sc_hd__a2111oi_0: 167 / 1460
sky130_fd_sc_hd__nand2_1: 1905 / 7150
sky130_fd_sc_hd__nand3_1: 1084 / 5430
sky130_fd_sc_hd__dfrtp_1: 559 / 14000
sky130_fd_sc_hd__a211oi_1: 297 / 2230
sky130_fd_sc_hd__nor3_1: 353 / 1770
sky130_fd_sc_hd__a221o_1: 151 / 1510
-- metal layers --
metal  global-route usage (%)  GRT overflow
met4                     99.4          3953
met2                      113         13400
met3                     93.4          2918
met5                     86.4           284
met1                     97.1          3107
-- cells by family after synthesis --
family	after synthesis	share of synthesized area, %
fa+ha+maj	87	1.01
compound gates	9742	51.7
mux	346	3.01
simple gates	5770	22.6
xor+xnor	18	0.153
buf+inv	2875	9.70
flops	564	11.8
latches	8	0.100
-- through the flow --
step                      cells  power (uW)  utilization (%)  cell area [um2]
after global placement    24200       11700             34.3           136000
after detailed placement  24200       11700             34.3           136000
after floorplan           19400        4570                -           120000
after CTS                 24400       12400             35.1           139000
Power figures rest on the tool's default switching activity, not on a simulated workload.
